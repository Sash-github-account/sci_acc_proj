### design.v
module generic_fifo#(
							parameter FIFO_DATA_WIDTH = 8,
							parameter FIFO_DEPTH = 16
							)(
							input logic 							  clk,
							input logic 							  reset_n,
							input logic [FIFO_DATA_WIDTH-1:0]  fifo_data_in,
							input logic 							  fifo_data_push,
							input logic 							  fifo_data_pop,
							output logic [FIFO_DATA_WIDTH-1:0] fifo_data_out,
							output logic							  fifo_data_out_vld,
							output logic							  fifo_full,
							output logic							  fifo_empty
							);
localparam FIFO_PTR_WIDTH = $clog2(FIFO_DEPTH);
logic [FIFO_DATA_WIDTH -1:0]  fifo_array [0:FIFO_DEPTH-1];
logic [FIFO_PTR_WIDTH-1:0] 	rd_ptr;
logic [FIFO_PTR_WIDTH-1:0]		wr_ptr;
logic									upd_wr_ptr;
logic									upd_rd_ptr;
assign fifo_data_out_vld = !fifo_empty;
  assign fifo_data_out = (fifo_data_out_vld)? fifo_array[rd_ptr]: 0;
assign fifo_full = ((wr_ptr + 1) == rd_ptr) ? 1'b1 : 1'b0;
assign fifo_empty = (wr_ptr == rd_ptr) ? 1'b1 : 1'b0;
assign upd_wr_ptr = fifo_data_push & !fifo_full;
assign upd_rd_ptr = fifo_data_pop & !fifo_empty;
always_ff@(posedge clk) begin
	if(!reset_n) begin
		rd_ptr <= 0;
		wr_ptr <= 0;
		for(int i = 0; i < FIFO_DEPTH; i++) begin
			fifo_array[i] <= 0;
		end
	end
	else begin
		if(upd_wr_ptr & !upd_rd_ptr) begin
			fifo_array[wr_ptr] <= fifo_data_in;
			wr_ptr <= wr_ptr + 1;
			if(wr_ptr == FIFO_DEPTH - 1) wr_ptr <= 0;
		end
		else if(upd_rd_ptr & !upd_wr_ptr) begin
			rd_ptr <= rd_ptr + 1;
			if(rd_ptr == FIFO_DEPTH - 1) rd_ptr <= 0;
		end
		else if(upd_rd_ptr & upd_wr_ptr) begin
			wr_ptr <= wr_ptr;
			rd_ptr <= rd_ptr;
		end
	end
end
endmodule  
### run.sh
#!/bin/bash
# OpenROAD 26Q1-2900-gdf79404cd8, Yosys 0.63+post, stock flow scripts
make -C /OpenROAD-flow-scripts/flow DESIGN_CONFIG=/design/flow/config.mk WORK_HOME=/design/flow/orfs finish
### config.mk
export PLATFORM = sky130hd
export DESIGN_NAME = generic_fifo
export DESIGN_NICKNAME = generic_fifo
export VERILOG_FILES = /design/flow/design.v
export SDC_FILE = /design/flow/constraint.sdc
export NUM_CORES = 4
export LEC_CHECK = 1
export CORE_UTILIZATION = 50
### constraint.sdc
current_design generic_fifo

set clk_period 6.7
set clk_io_pct 0.2

create_clock -name clk0 -period $clk_period [get_ports {clk}]

set non_clock_inputs [all_inputs -no_clocks]
set_input_delay [expr $clk_period * $clk_io_pct] -clock clk0 $non_clock_inputs
set_output_delay [expr $clk_period * $clk_io_pct] -clock clk0 [all_outputs]
==> reports/results.txt <==
YS chip area: 0.00640 sq mm
Layout Cells excl Fill: 691
Critical-path top delay cell: dfxtp_2
All-Layer GR Usage: 28.2%
Layout cells sized above 1: 18.9%
Hold_buf cts: 0
MUX area fraction: 14.9%
Final period utilization: 68.0%
Seq share, synth: 63.8%
Max cap viols: 0
GRT Residual Overflow: 0
Setup TNS: 0 ns
Worst Skew: 0.0115 ns
Post-CTS Setup Inserts: 0
Most frequent cells in the layout: nor2_1 (129), edfxtp_1 (128), nand2_1 (53)
Die Ht: 115 microns
Die ar.: 0.0133 sq mm
TritonCTS clock tree: built
Cell Pwr Density: 356 mW/mm^2
# setup viols final: 0
RR Startpoint: wr_ptr[2]$_SDFFE_PN0P_
Global-route wire length before repair: 23,700 microns
CTS Root Cell: clkbuf_16
Post-Syn Area: 0.00640 sq mm
Buffers on Ports: 22
Post-route cell area: 0.00752 sq mm
Ys cells: 475
Horiz. Die Dim: 115 microns
Vias in the first global route: 4,060
IO Pins: 23
Worst R2R Setup Slack: 3.15 ns
Clock net sink count: 140
LEAKAGE: 2.56 nW
Tot Pwr: 2.68 mW
Yosys xor share: 0.821%
RePlAce Congestion: 0.877
Crit-path leading delay family: multiplexers
Worst Setup Path Type: reg2out
Final hold violations: 0
Pre-CTS setup slack: 2.52 ns
Crit path buffers/inverters: 2
Combinational gate area: 0.00215 sq mm
Minimum clock period after layout: 4.56 ns
Unrepaired setup endpoints after global routing: no
CP Capture Type: output pin
Critical path arrival: 3.22 ns
Crit path to: fifo_data_out[4]
FF/Latch Area: 0.00409 sq mm
CTS Buffer Depth: 2
Most numerous logic cell after layout: nor2_1
Router iterations before antenna repair: 4
AND-OR/OR-AND Cells, Area Fraction: 2.99%
CP peak stage delay: 0.73 ns
Worst Hold Class: reg2reg
Row count: 40
Critical Path RT: 5.36 ns
Ys flops: 140
RR Endpoint: fifo_array[10][0]$_SDFFCE_PN0P_
Dominant comb cell: multiplexers
1st-iter DRT viols: 273
PostCTS Resize Cnt: 0
Stages on the worst setup path: 5
Simple-gate share of the synthesized area: 13.9%
Max_slew headroom: 37.9%
Area growth syn-to-layout: 17.6%
Area after DPL: 0.00687 sq mm
Worst hold slack: 0.566 ns
Clock transition at the registers of the reported paths: 0.06 ns
Log Warnings: 28
Insertion Delay late pin: 0.42 ns
Vias per std cell: 5.66
Routed Antenna Nets: 0
Cell count after synthesis: 475
Total core area: 0.0123 sq mm
CP startpoint kind: flop
Area share of fa/ha/maj cells after synthesis: 0.978%
Filler cells: 946
Final Max Tran Viols: 0
Unique cell types: 35
H-tree Lvls: 4
Antenna diodes: 0
IR drop worst, VDD: 0.262 mV
Fmax: 219 MHz
Slew @ Worst Pin: 0.929 ns
Remaining DRCs: 0
Total Wirelength: 15,700 microns
Post-DP HPWL: 10,100 microns
R2R depth: 6
Placed cells: 659
Setup WS post-layout: 2.14 ns
Cell Chain, Critical Path: buf_4 -> mux4_2 -> mux4_2 -> and2_1 -> clkdlybuf4s50_1
Via count: 3,914
Routed len/inst: 22.7 microns
Initial antenna violation count: 0
Syn. warnings: 1
Mapped Avg Cell Area: 13.5 sq um
Largest net degree at the start of global routing: 34
CP most frequent cell: mux4_2
Worst Path Max Fanout: 17
TritonCTS buffer count: 17
FP Util: 52.2%
Status: complete, no violations
Fin util: 61.4%
==> registers in the layout, indices dropped and copies added (netlist names), named ones only <==
signal      flops
rd_ptr          4
fifo_array    128
wr_ptr          4
==> worst reg2reg max path: stages (launching register included) <==
cell      delay, ns
dfxtp_1        0.57
xor2_1         0.22
o41a_1         0.53
a311oi_4       0.68
nand2_1        0.23
o21ai_0        0.73
buf_4          0.30
==> cells in the mapped netlist <==
cell      instances  area, sq um
clkbuf_1         16         60.1
mux2i_1           4         40.0
o41a_1            1         11.3
nand2_1          53          199
xor2_1            5         43.8
or4_1             2         15.0
mux2_2            1         11.3
ha_1              5         62.6
nand3b_1          2         15.0
dfxtp_1          12          240
nor2b_1           2         12.5
a21bo_2           1         10.0
a31oi_1           1         6.26
a21oi_1           1         5.00
nand4_1           2         12.5
mux4_2           40          901
nor3_1            1         5.00
or2_2             1         6.26
a32o_1            1         10.0
buf_1             1         3.75
xnor2_1           1         8.76
a311oi_4          1         26.3
and2_1           12         75.1
edfxtp_1        128         3840
nor2_1          129          484
o41ai_1           1         8.76
buf_2            12         60.1
nand3_1           7         35.0
and3_1            1         6.26
inv_1             5         18.8
nand2b_1          4         25.0
o311ai_0          1         8.76
buf_6             2         22.5
o31ai_1           4         30.0
o21ai_0          15         75.1
==> routing by layer <==
metal	up-vias	wire length (microns)	track usage [%]
met4	0	315	5.28
met5	-	0	0
met1	1902	6020	40.2
met2	183	7440	42.1
met3	15	1900	16.0
li1	1814	-	-
==> power breakdown <==
group / leakage, nW / internal, mW / total (mW) / switching [mW]
clock network: 0.319 / 0.692 / 1.04 / 0.349
logic: 0.822 / 0.283 / 0.562 / 0.278
registers: 1.42 / 1.03 / 1.08 / 0.0486
==> layout make-up <==
class,instances,area share [%]
flip-flops and latches,140,54.3
clock inverters,14,2.98
repair buffers,47,5.42
inverters,5,0.249
clock buffers,18,5.70
well taps,168,2.79
multi-input cells,299,28.6
==> cells by family after synthesis <==
| logic type | count (synthesis) |
|---|---|
| and+or+nand+nor | 216 |
| DFF | 140 |
| muxes | 45 |
| buffers and inverters | 36 |
| AOI/OAI and AO/OA | 27 |
| xor gates and xnor gates | 6 |
| adders and majority gates | 5 |
==> worst min-delay path by stage <==
stage / start / to / slack (ns) / cells past startpoint
after CTS: rd_ptr[3]$_SDFFE_PN0P_ / flop / 0.56 / 1
after global routing: rd_ptr[3]$_SDFFE_PN0P_ / flop / 0.60 / 1
final: rd_ptr[3]$_SDFFE_PN0P_ / rd_ptr[3]$_SDFFE_PN0P_ / 0.57 / 1
Power and IR drop assume default switching activity.
