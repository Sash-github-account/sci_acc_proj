[./config.mk]
export PLATFORM = sky130hd
export DESIGN_NAME = heart_beat
export DESIGN_NICKNAME = heart_beat
export VERILOG_FILES = /design/flow/design.v
export SDC_FILE = /design/flow/constraint.sdc
export NUM_CORES = 4
export LEC_CHECK = 1
export CORE_AREA = 10 10 70 70
export DIE_AREA = 0 0 80 80
[./constraint.sdc]
current_design heart_beat

set clk_period 1.5
set clk_io_pct 0.2

create_clock -name clk0 -period $clk_period [get_ports {clk}]

set non_clock_inputs [all_inputs -no_clocks]
set_input_delay [expr $clk_period * $clk_io_pct] -clock clk0 $non_clock_inputs
set_output_delay [expr $clk_period * $clk_io_pct] -clock clk0 [all_outputs]
[./design.v]
module heart_beat(
						input logic clk,
						input logic reset_n,
						output logic hb_pulse
						);
reg[31:0] cnt;
  assign hb_pulse = cnt[5];
always @(posedge clk) begin
	if(!reset_n) cnt  <= 0;
	else	cnt <= cnt + 1;  
end
endmodule  
[./run.sh]
#!/bin/bash
# OpenROAD 26Q1-2900-gdf79404cd8, Yosys 0.63+post, stock flow scripts
make -C /OpenROAD-flow-scripts/flow DESIGN_CONFIG=/design/flow/config.mk WORK_HOME=/design/flow/orfs finish
==> run summary <==
yosys + openroad results -> Peak supply drop 0.000203 V, Die Area 0.00640 sq mm, CTS root buf clkbuf_4, Fill cells 406, slowest CP cell clkdlybuf4s50_1, clock-pin slew on the worst setup and hold paths 0.04 ns, Final Cycle Share 0.898, port bufs 2, crit start category flip-flop, dpl hpwl 339 um, endpoint class of the critical path output port, Crit path largest cell delay 0.48 ns, synthesis warning total 1, setup TNS 0 ns, clock latency (worst-skew pair) 0.24 ns, reg-to-reg slack, setup 0.47 ns, RD Place Congestion 0.603, Cells after Synth 22, GRT Overall Usage 0.0142, final setup margin 0.153 ns, pin count of the biggest net entering global routing 8, Routed WL 396 um, Post-Layout Cell Count 73, hold buffers post-CTS 0, antenna cell count 0, HP Start cnt[0], CTS tree yes, TritonCTS Sinks 6, critical path class reg -> out, PD cells 978 mW/mm^2, WHS Path Cells 1, share of post-route cells with drive strength above 1 0.185, Regs by FF count cnt x6, vias in the first global route 159, Die Width 80 um, Top cell excl fill/tap dfxtp_1, H-tree Lvls 1, Worst Skew 0.00647 ns, setup bufs post-CTS 0, DRC errors left 0, DP Worst Slack 0.312 ns, via/cell ratio 2.12, storage element area 120 sq um, row count 21, Max Buffers Root-to-Sink 2, Tool Warnings 25, total global routing overflow 0, Gate Area 115 sq um, minimum clock period 1.35 ns, CP required 1.20 ns, post-synthesis sequential area ratio 0.511, worst-path fanout max 3, # IOs 3, RSZ-0062 raised after global routing no, CTS Buf Count 3, synthesized cell area 235 sq um, total power 328 uW, First-pass DRT Iterations 1, leakage power 0.114 nW, Die Span Y 80 um, initial DRC count 0, max reg flops 6, post-cts gate resize count 0, first-pass GRT wire length 676 um, Tightest Hold Check Type reg -> reg, Vias 155, final hold viol count 0, Area Growth Syn to Fin 42.6%, R2R Path Start cnt[0], critical path arrival 1.05 ns, syn avg cell area 10.7 sq um, Placed Cells 70, status finished, final reports clean, Init Core Util 0.0689, #FFs+latches synth 6, # Cells Yosys 22, Yosys cell types 12, Yosys chip area 235 sq um, Biggest register cnt, Buf+Inv Stages, Crit Path 1, r2r endpoint cnt[4], # Max-Cap Violations 0, initial antenna violation count 0, CP cell instances clkdlybuf4s50_1, core area 0.00342 sq mm, fmax 742 MHz, Worst Tran Pin Value 0.211 ns, worst-case reg-to-reg path depth 4, Routed wire per std cell 5.42 um, top logic cells by instance count in the layout 6 x dfxtp_1, 4 x and2_1, 3 x clkbuf_4, final setup vio count 0, slew margin rel. 0.859, number of max-slew violations in the final report 0, DRT antenna net count 0, hold endpoint cnt[0], CP delay by family, top buffers and inverters
## power by group
part           switching [mW]  internal [mW]
logic                 0.00656        0.00922
clock network          0.0494         0.0899
registers             0.00555          0.167
## Yosys cell counts
| cell type | number | area share |
|---|---|---|
| xnor2_1 | 2 | 0.074 |
| nand2_1 | 2 | 0.032 |
| nand3_2 | 1 | 0.043 |
| and2_1 | 4 | 0.11 |
| ha_1 | 1 | 0.053 |
| dfxtp_1 | 6 | 0.51 |
| nor2_2 | 1 | 0.027 |
| mux2i_1 | 1 | 0.043 |
| nand2b_1 | 1 | 0.027 |
| nor2b_1 | 1 | 0.027 |
| nand3_1 | 1 | 0.021 |
| xor2_1 | 1 | 0.037 |
## logic make-up (layout without fill, tap and decap cells)
kind of cell  after synthesis  after routing  share of synthesized area
xor+xnor                    3              3                      0.112
fa+ha+maj                   1              1                     0.0532
buf+inv                     0              5                          0
flops                       6              6                      0.511
mux                         1              1                     0.0426
simple gates               11             11                      0.282
## layer usage
layer / track usage / vias to the layer above / share of wire
li1: - / 85 / -
met5: 0 / - / 0
met1: 0.0114 / 67 / 0.34
met2: 0.0225 / 1 / 0.56
met3: 0.0114 / 2 / 0.068
met4: 0.0106 / 0 / 0.030
## worst max-delay path by stage
stage,from,endpoint,slack (ns),cells past startpoint
after CTS,cnt[5],hb_pulse,0.12,1
after global routing,cnt[5],hb_pulse,0.08,1
final,cnt[5],hb_pulse,0.15,1
## stage by stage
step | utilization | cell area, sq um | hold WS (ns)
6_report | 0.0982 | 335 | 0.469
5_1_grt | 0.0982 | 335 | 0.490
4_1_cts | 0.0982 | 335 | 0.473
3_5_place_dp | 0.0916 | 313 | 0.464
3_3_place_gp | 0.0916 | 313 | 0.447
2_1_floorplan | - | 235 | 0.422
## area by class of cell
class | instances | area share
flip-flops and latches | 6 | 0.358
multi-input cells | 16 | 0.343
well taps | 46 | 0.172
clock buffers | 3 | 0.0672
repair buffers | 2 | 0.0597
Power and IR drop assume default switching activity.
